==> flow/design.v <==
module single_port_ram
(
	input [7:0] data,
	input [5:0] addr,
	input we, clk,
	output [7:0] q
);
	reg [7:0] ram[63:0];
	reg [5:0] addr_reg;
	always @ (posedge clk)
	begin
		if (we)
			ram[addr] <= data;
		addr_reg <= addr;
	end
	assign q = ram[addr_reg];
endmodule
==> flow/run.sh <==
#!/bin/bash
# OpenROAD 26Q1-2900-gdf79404cd8, Yosys 0.63+post, stock flow scripts
make -C /OpenROAD-flow-scripts/flow DESIGN_CONFIG=/design/flow/config.mk WORK_HOME=/design/flow/orfs finish
==> flow/config.mk <==
export PLATFORM = sky130hd
export DESIGN_NAME = single_port_ram
export DESIGN_NICKNAME = single_port_ram
export VERILOG_FILES = /design/flow/design.v
export SDC_FILE = /design/flow/constraint.sdc
export NUM_CORES = 4
export LEC_CHECK = 1
export CORE_UTILIZATION = 40
==> flow/constraint.sdc <==
current_design single_port_ram

set clk_period 16.6
set clk_io_pct 0.2

create_clock -name clk0 -period $clk_period [get_ports {clk}]

set non_clock_inputs [all_inputs -no_clocks]
set_input_delay [expr $clk_period * $clk_io_pct] -clock clk0 $non_clock_inputs
set_output_delay [expr $clk_period * $clk_io_pct] -clock clk0 [all_outputs]
==> impl_metrics.env <==
# source this file to load flow results
export IMPL_type_of_the_most_critical_hold_path="in -> reg"
export IMPL_seq_power_share_pct=55.1
export IMPL_setup_repair_after_global_routing_missed_its_margin="no"
export IMPL_synth_cell_area_mm2=0.0201
export IMPL_whs_ns=3.40
export IMPL_drt_antenna_violating_nets=0
export IMPL_layout_cells_most_common="sky130_fd_sc_hd__edfxtp_1"
export IMPL_grt_pass1_wl_um=67700
export IMPL_number_of_pins_with_negative_max_slew_slack_in_the_final_report=0
export IMPL_postRouteWirelength_um=45200
export IMPL_clk_transition_reported_paths_ns=0.06
export IMPL_power_density_mw_per_mm2=117
export IMPL_cp_max_fo=38
export IMPL_max_slew_margin_rel_pct=32.1
export IMPL_cts_htree_levels=2
export IMPL_power_frac_comb_pct=4.8
export IMPL_fp_dieW_um=226
export IMPL_post_synth_top_area_cell="sky130_fd_sc_hd__edfxtp_1"
export IMPL_initial_utilization_pct=40.9
export IMPL_core_area_mm2=0.0493
export IMPL_drtPass1Iterations=5
export IMPL_maxCapViolations=0
export IMPL_met2WireLength_um=21200
export IMPL_ys_flop_type="sky130_fd_sc_hd__edfxtp_1"
export IMPL_postSynthCellCount=938
export IMPL_synth_ff_latch_count=518
export IMPL_instances_no_fill=1706
export IMPL_post_drt_via_cell_ratio=5.59
export IMPL_timing_final_crit_period_ns=8.46
export IMPL_cts_resized=0
export IMPL_cp_data_arrival_time_ns=5.14
export IMPL_drcViolationCount=0
export IMPL_syn_to_final_growth_pct=12.6
export IMPL_detailedPlacementHpwl_um=26000
export IMPL_num_rows=81
export IMPL_vdd_drop_max_uv=86.2
export IMPL_synthDistinctLibCells=40
export IMPL_drt_met1_wl_um=16400
export IMPL_top_area_share_pct=76.4
export IMPL_cts_setup_buffers=0
export IMPL_die_height_um=226
export IMPL_setup_worst_path_class="reg -> out"
export IMPL_max_slew_worst_pin_slew_ns=1.01
export IMPL_detailedRoute_firstIterationViolations=632
export IMPL_swShare_pct=20.8
export IMPL_maxUsedRoutingLayer="met4"
export IMPL_globalplace_congestion=0.843
export IMPL_max_clock_freq_ghz=0.118
export IMPL_critical_path_startpoint_type="flop"
export IMPL_dr_total_vias=9534
export IMPL_tns_ns=0
export IMPL_holdBufCountCts=0
export IMPL_regMostFlops="ram"
export IMPL_io_buffer_count=23
export IMPL_synth_async_sr_flop_share_pct=0
export IMPL_largest_registers="ram x512"
export IMPL_global_route_overflow_total=0
export IMPL_tool_warnings=25
export IMPL_power_static_leakage_uw=0.00697
export IMPL_antenna_found_initial=0
export IMPL_chip_area_mm2=0.0512
export IMPL_seq_area_frac_synth_pct=77.0
export IMPL_placedCellCount=1613
export IMPL_run_status="complete, no violations"
export IMPL_met3WireLength_um=6740
export IMPL_drt_wirelength_per_cell_um=26.5
export IMPL_ioPinCount=24
export IMPL_tritoncts_num_buffers=50
export IMPL_antenna_cells=0
export IMPL_switchingPower_uw=551
export IMPL_cts_tree="yes"
export IMPL_most_frequent_logic_cells_in_the_routed_design="sky130_fd_sc_hd__edfxtp_1 (512), sky130_fd_sc_hd__mux4_2 (126), sky130_fd_sc_hd__nor2_1 (83)"
export IMPL_synth_edff_count=512
export IMPL_grt_pass1_vias=10400
export IMPL_netlist_top_cells_area="sky130_fd_sc_hd__edfxtp_1 (76%), sky130_fd_sc_hd__mux4_2 (14%), sky130_fd_sc_hd__nor2_1 (1.5%)"
export IMPL_grt_max_degree=65
export IMPL_p_clk_share_pct=40.1
export IMPL_final_critical_path_share_of_the_clock_period_pct=51.0
export IMPL_postSynthAreaPerCell_um2=21.5
export IMPL_synth_chip_area_mm2=0.0201
export IMPL_ctsLongestPathBuffers=3
export IMPL_clock_sinks=518
export IMPL_timing_critical_path_to_type="output port"
export IMPL_cell_count_listed_in_synth_stat_txt=938
export IMPL_grt_total_usage_pct=20.2
export IMPL_n_fill_cell=4069
export IMPL_final_layout_size_suffix_gt1_share_pct=24.5
export IMPL_largest_register_ffs=512
export IMPL_clock_tree_root_cell="sky130_fd_sc_hd__clkbuf_16"
export IMPL_final_hold_vio_count=0
export IMPL_worst_ep_required_time_ns=13.28
export IMPL_cellInternalPower_uw=2090
export IMPL_yosysWarnings=1
export IMPL_finalSetupViolCount=0
## worst paths after layout
| check | cells past startpoint | slack [ns] | from | endpoint |
|---|---|---|---|---|
| worst min-delay path | 2 | 3.40 | data[6] | ram[40][6]$_DFFE_PP_ |
| worst max-delay path | 9 | 8.14 | flop | q[6] |
## metrics by stage
step	setup slack, ns	instance area, µm²	utilization (%)	total power (µW)
2_1_floorplan	11.44	20100	-	1550
3_5_place_dp	8.63	21100	42.9	1610
6_report	8.14	22700	46.0	2640
5_1_grt	7.77	22700	46.0	2730
4_1_cts	7.99	22700	46.0	2670
3_3_place_gp	8.66	21100	42.9	1610
## power groups by stage
stage | sequential, µW | clock (µW) | combinational, µW
final | 1460 | 1060 | 128
after CTS | 1460 | 1080 | 131
after global routing | 1460 | 1130 | 139
## Yosys cell counts (all sizes together), types with 6 or more instances
cell type and n:
edfxtp 512, mux4 126, nor2 83, buf 34, mux2i 23, nand2 19, clkbuf 17, nor2b 14
mux2 13, nand3 13, o221ai 8, o22ai 8, nand2b 7, nor3 7, a221oi 6, dfxtp 6
## critical path, stage by stage (launching register included)
cell	delay, ns
sky130_fd_sc_hd__dfxtp_4	0.63
sky130_fd_sc_hd__buf_4	0.51
sky130_fd_sc_hd__buf_4	0.64
sky130_fd_sc_hd__buf_4	0.61
sky130_fd_sc_hd__mux4_2	0.59
sky130_fd_sc_hd__mux2_2	0.27
sky130_fd_sc_hd__o221a_2	0.30
sky130_fd_sc_hd__nor3_1	0.24
sky130_fd_sc_hd__o32ai_1	0.22
sky130_fd_sc_hd__clkdlybuf4s50_1	0.47
## logic make-up (layout without fill, tap and decap cells)
group	Yosys count	in the layout	share of synthesized area, %
flops	518	518	77.0
mux	162	162	16.0
simple gates	153	153	3.39
compound gates	54	54	2.08
buf+inv	51	155	1.57
## routing by layer
| layer | up-vias | global-route usage [%] |
|---|---|---|
| li1 | 4059 | - |
| met1 | 4873 | 27.3 |
| met2 | 535 | 29.3 |
| met3 | 67 | 13.7 |
| met4 | 0 | 3.14 |
| met5 | - | 0.489 |
## layout make-up
class	instances	area (µm²)	area share [%]
clock buffer	68	1380	6.10
clock inverter	25	134	0.591
multi-input combinational	369	4320	19.0
sequential	518	15500	68.5
tap	664	831	3.67
timing repair buffer	62	483	2.13
No activity file was given, so power comes from the tool's default toggle rates.
