==> /design/flow/design.v <==
module binary_adder_tree(A, B, C, D, E, clk, out);
	input	[15:0] A, B, C, D, E;
	input	clk;
	output	[15:0] out;
	wire	[15:0]    sum1, sum2, sum3, sum4;
	reg		[15:0]   sumreg1, sumreg2, sumreg3, sumreg4;
	always @ (posedge clk)
		begin
			sumreg1 <= sum1;
			sumreg2 <= sum2;
			sumreg3 <= sum3;
			sumreg4 <= sum4;
		end
	assign		sum1 = A + B;
	assign		sum2 = C + D;
	assign		sum3 = sumreg1 + sumreg2;
	assign		sum4 = sumreg3 + E;		  		
	assign		out = sumreg4;
endmodule
==> /design/flow/run.sh <==
#!/bin/bash
# OpenROAD 26Q1-2900-gdf79404cd8, Yosys 0.63+post, stock flow scripts
make -C /OpenROAD-flow-scripts/flow DESIGN_CONFIG=/design/flow/config.mk WORK_HOME=/design/flow/orfs finish
==> /design/flow/config.mk <==
export PLATFORM = sky130hd
export DESIGN_NAME = binary_adder_tree
export DESIGN_NICKNAME = binary_adder_tree
export VERILOG_FILES = /design/flow/design.v
export SDC_FILE = /design/flow/constraint.sdc
export NUM_CORES = 4
export LEC_CHECK = 1
export CORE_UTILIZATION = 50
==> /design/flow/constraint.sdc <==
current_design binary_adder_tree

set clk_period 7.7
set clk_io_pct 0.2

create_clock -name clk0 -period $clk_period [get_ports {clk}]

set non_clock_inputs [all_inputs -no_clocks]
set_input_delay [expr $clk_period * $clk_io_pct] -clock clk0 $non_clock_inputs
set_output_delay [expr $clk_period * $clk_io_pct] -clock clk0 [all_outputs]
==> run summary <==
Notes on the flow run.

- The post-detailed-routing wire length is 7510 um, for reference.
- The post-CTS hold buffer count recorded in the log is 0.
- The maximum vdd ir drop is 0.110 mV, for reference.
- In this run the remaining antenna-violating nets after routing total 0.
- The dominant register cell is sky130_fd_sc_hd__dfxtp_1, for reference.
- The arrival time reported for the critical path endpoint is 3.94 ns, for reference.
- The number of placement rows is 32, for reference.
- The start-to-end type of the worst setup path is input port to flip-flop, for reference.
- The measured slew at the worst slew-check pin is 0.748 ns, for reference.
- After detailed routing, the number of vias per cell comes to 5.31.
- After layout, the setup clock skew is reported as 0.00953 ns.
- According to the timing report, the critical path is launched from E[0].
- Setup repair after global routing left no endpoint under its margin.
- The violation count after the first detailed-route iteration is 55, for reference.
- The placement report lists the number of port buffers as 96.
- The insertion delay to the later sink of the worst-skew pair is 0.33 ns, for reference.
- The final layout reports a setup TNS of 0 ns.
- The number of antenna violations at the first check in global routing is 0, for reference.
- Per the final report, max-transition violations number 0.
- The path class of the tightest hold or removal check is flip-flop to flip-flop.
- The final power report lists total power as 1590 uW.
- The quantity of gates resized following cts is 0, for reference.
- The number of hold violations in the final report is 0, for reference.
- According to the floorplan report, the die height is 91.2 um.
- The worst path buffer plus inverter count is 1, for reference.
- STA classifies the critical path endpoint as a flip-flop.
- The cell sitting at the root of the clock tree is a sky130_fd_sc_hd__clkbuf_8.
- Derived from the worst setup path, the maximum achievable clock frequency is 272 MHz.
- Per STA, the library cell used most along the worst path is sky130_fd_sc_hd__a21oi_1.
- The post-synthesis to final-layout area growth is 33.2%, for reference.
- TritonRoute output was used to compute an average wire per cell of 11.8 um.
- Counting the warning lines in the Yosys log gives 1.
- Warnings raised by the tools during the run amount to 26.
- The via total after detailed routing is 3369, for reference.
- The overall routing resource usage is 0.193, for reference.
- The share of flip-flops with an asynchronous set or reset after synthesis is 0, for reference.
- The run reported a max-capacitance violation count of 0.
- Per STA, the worst path accumulates the most delay in the family AND-OR/OR-AND gates.
- The register bit count reported by yosys is 64, for reference.
- The synthesized area per cell is 9.42 um2, for reference.
- The final instance area is 5310 um2, for reference.
- At the end of routability-driven placement, the weighted congestion stood at 0.882.
- The number of fillers in the final layout is 590, for reference.
- The report lists the cells along the critical path as clkdlybuf4s50_1 -> ha_1 -> fa_1 -> a21oi_1 -> o21ai_0 -> a21oi_1 -> o311ai_1 -> a2111o_1 -> nand3_1.
- The stage delay of the slowest cell on the critical path is 0.46 ns, for reference.
- The global route total overflow is 0, for reference.
- Synthesis produced a netlist whose cell count is 423.
- Before antenna repair, the detailed router went through 4 iterations.
- For this run, the final setup violation count is recorded as 0.
- The cell area after technology mapping is 3980 um2, for reference.
- The die footprint is 8330 um2, for reference.
- The effective utilization at floorplan is 0.515, for reference.
- The routed layout reports a DRC error count of 0.
- The chip area line in the Yosys stat output reads 3980 um2.
- The run finished with clean final reports.
- The worst-case clock buffer depth is 2, for reference.
- During I/O placement, the number of pins put on the boundary was 97.
- The period utilization is 0.477, for reference.
- The global-route wire length before repair is 13100 um, for reference.
- Looking at the critical path, the highest net fanout was 4.
- The HPWL after detailed placement is 6040 um, for reference.
- The worst path required time is 7.97 ns, for reference.
- The worst min-delay path startpoint is sumreg3[0], for reference.
- The clock-pin slew reported for the worst setup and hold paths after clock tree synthesis is 0.06 ns, for reference.
- The clock buffer count from CTS is 9, for reference.
- The worst max-slew margin expressed relative to the limit is 0.497, for reference.
- The reg2reg setup slack is 5.36 ns, for reference.
- The number of cells reported by Yosys stat comes to 423.
- For this design, the slowest cell found on the critical path is sky130_fd_sc_hd__a2111o_1.
- Per the detail_route report, inserted antenna diodes total 0.
- The sequential-to-total area share from yosys stat is 0.322, for reference.
- The area of the core region is 7730 um2, for reference.
- The post-CTS repair timing setup buffer count is 0, for reference.
- The count of distinct cell types in the synthesized netlist is 47, for reference.
- In this run, synthesis inferred 0 flip-flops with an integrated enable.
- The share of post-route cells with drive strength above 1 is 0.0450, for reference.
- The leakage power figure is 0.00236 uW, for reference.
- Setup slack closes at 4.03 ns.
- TritonCTS built the clock tree.
- At the placement stage, the worst setup path has a slack of 3.70 ns.
- Entering global routing, the biggest net connects 11 pins.
- The worst register-to-register path begins at sumreg1[0].
- The ratio of total power to cell area is 299 nW/um2, for reference.
- The H-tree generated during clock tree synthesis spans 3 levels.
- The number of global-route vias before repair is 3205, for reference.
- The routed design could run at a clock period as short as 3.67 ns.
- The number of clock sinks seen by CTS is 64, for reference.
- The floorplan die width is 91.2 um, for reference.
- The placement stage leaves a total instance area of 5070 um2.
- The worst setup path is launched from an input port.
cell usage in the layout, fill, tap and decap left out, types with 2 or more instances in the layout:
master	Yosys	final
sky130_fd_sc_hd__o21ai_0	23	23
sky130_fd_sc_hd__nor2b_1	5	5
sky130_fd_sc_hd__nor3_1	10	10
sky130_fd_sc_hd__a211oi_1	6	6
sky130_fd_sc_hd__nand2b_1	3	3
sky130_fd_sc_hd__nand3_1	12	12
sky130_fd_sc_hd__xor2_1	25	25
sky130_fd_sc_hd__o21bai_1	5	5
sky130_fd_sc_hd__and3_1	10	10
sky130_fd_sc_hd__nand2_1	27	27
sky130_fd_sc_hd__o31ai_1	5	5
sky130_fd_sc_hd__clkdlybuf4s50_1	0	96
sky130_fd_sc_hd__a31o_2	4	4
sky130_fd_sc_hd__xnor2_1	28	28
sky130_fd_sc_hd__a21o_1	22	22
sky130_fd_sc_hd__mux2i_1	2	2
sky130_fd_sc_hd__ha_1	60	60
sky130_fd_sc_hd__o211ai_1	3	3
sky130_fd_sc_hd__fa_1	4	4
sky130_fd_sc_hd__nor2_1	12	12
sky130_fd_sc_hd__a21oi_1	47	47
sky130_fd_sc_hd__a31oi_1	3	3
sky130_fd_sc_hd__bufinv_16	0	2
sky130_fd_sc_hd__o21a_1	2	2
sky130_fd_sc_hd__inv_1	14	14
sky130_fd_sc_hd__dfxtp_1	64	64
sky130_fd_sc_hd__a221oi_1	3	3
sky130_fd_sc_hd__nor3b_1	2	2
sky130_fd_sc_hd__and4_1	2	2
sky130_fd_sc_hd__clkbuf_8	0	13
path summary, 6_finish.rpt:
path | endpoint | cells after the start
hold reg to reg | sumreg4[0] | 1
setup / recovery | sumreg4[12] | 9
hold / removal | sumreg4[0] | 1
setup reg to reg | sumreg3[14] | 8
cell usage after synthesis (2+ instances only):
library cell,n,area [um2]
sky130_fd_sc_hd__dfxtp_1,64,1280
sky130_fd_sc_hd__ha_1,60,751
sky130_fd_sc_hd__a21oi_1,47,235
sky130_fd_sc_hd__xnor2_1,28,245
sky130_fd_sc_hd__nand2_1,27,101
sky130_fd_sc_hd__xor2_1,25,219
sky130_fd_sc_hd__o21ai_0,23,115
sky130_fd_sc_hd__a21o_1,22,165
sky130_fd_sc_hd__inv_1,14,52.6
sky130_fd_sc_hd__nand3_1,12,60.1
sky130_fd_sc_hd__nor2_1,12,45.0
sky130_fd_sc_hd__and3_1,10,62.6
sky130_fd_sc_hd__nor3_1,10,50.1
sky130_fd_sc_hd__a211oi_1,6,45.0
sky130_fd_sc_hd__nor2b_1,5,31.3
sky130_fd_sc_hd__o21bai_1,5,37.5
sky130_fd_sc_hd__o31ai_1,5,37.5
sky130_fd_sc_hd__a31o_2,4,35.0
sky130_fd_sc_hd__fa_1,4,80.1
sky130_fd_sc_hd__a221oi_1,3,26.3
sky130_fd_sc_hd__a31oi_1,3,18.8
sky130_fd_sc_hd__nand2b_1,3,18.8
sky130_fd_sc_hd__o211ai_1,3,22.5
sky130_fd_sc_hd__and4_1,2,17.5
sky130_fd_sc_hd__mux2i_1,2,20.0
sky130_fd_sc_hd__nor3b_1,2,15.0
sky130_fd_sc_hd__o21a_1,2,15.0
per-layer routing:
metal	routed length, um	track usage	up-vias
met1	3610	0.276	1480
met3	343	0.0230	16
met2	3380	0.324	88
li1	-	-	1785
met4	177	0.0357	0
met5	0	0	-
metrics by stage:
stage                     cells  utilization  hold WS [ns]
after floorplan             423            -         0.420
after global placement      620        0.656         0.432
after detailed placement    620        0.656         0.434
after CTS                   635        0.687         0.449
after global routing        635        0.687         0.462
final                       635        0.687         0.445
report_power, final:
part           leakage, uW  internal (uW)  switching (uW)  total [uW]
clock             0.000122            216             116         332
combinational      0.00170            400             356         756
sequential        0.000540            462            36.7         498
total              0.00236           1080             508        1590
area by class of cell:
cell class	count	area, um2	share of cell area
Clock buffer	13	179	0.0337
Timing Repair Buffer	96	961	0.181
Sequential cell	64	1280	0.241
Inverter	14	52.6	0.00990
Clock inverter	2	60.1	0.0113
Tap cell	102	128	0.0241
Multi-Input combinational cell	344	2650	0.498
cell families (layout without fill, tap and decap cells):
family / Yosys count / count (layout) / synth area share
AOI/OAI and AO/OA: 135 / 135 / 0.221
xor gates and xnor gates: 53 / 53 / 0.117
muxes: 2 / 2 / 0.00503
buffers and inverters: 15 / 125 / 0.0141
and+or+nand+nor: 90 / 90 / 0.113
DFF: 64 / 64 / 0.322
adders and majority gates: 64 / 64 / 0.209
flip-flops by register name, summed over array words and instances (netlist names):
register,count
sumreg1,16
sumreg3,16
sumreg2,16
sumreg4,16
Power figures rest on the tool's default switching activity, not on a simulated workload.
